<file path="flow/config.mk">
export PLATFORM = sky130hd
export DESIGN_NAME = ALU_DESIGN
export DESIGN_NICKNAME = ALU_DESIGN
export VERILOG_FILES = /design/flow/design.v
export SDC_FILE = /design/flow/constraint.sdc
export NUM_CORES = 4
export LEC_CHECK = 1
export CORE_UTILIZATION = 30
</file>
<file path="flow/constraint.sdc">
current_design ALU_DESIGN

set clk_period 5.4
set clk_io_pct 0.2

create_clock -name clk0 -period $clk_period [get_ports {CLK}]

set non_clock_inputs [all_inputs -no_clocks]
set_input_delay [expr $clk_period * $clk_io_pct] -clock clk0 $non_clock_inputs
set_output_delay [expr $clk_period * $clk_io_pct] -clock clk0 [all_outputs]
</file>
<file path="flow/design.v">
module ALU_DESIGN #(parameter DW = 8, CW = 4)(INP_VALID,OPA,OPB,CIN,CLK,RST,CMD,CE,MODE,COUT,OFLOW,RES,G,E,L,ERR);
  input [DW-1:0] OPA,OPB;
  input CLK,RST,CE,MODE,CIN;
  input [CW-1:0] CMD;
  input [1:0] INP_VALID;
  output reg [DW:0] RES = 9'bz;
  output reg COUT = 1'bz;
  output reg OFLOW = 1'bz;
  output reg G = 1'bz;
  output reg E = 1'bz;
  output reg L = 1'bz;
  output reg ERR = 1'bz;
  reg [DW-1:0] OPA_1, OPB_1;
  reg [DW-1:0] oprd1, oprd2;
  reg [3:0] CMD_tmp;
  reg [DW-1:0] AU_out_tmp1,AU_out_tmp2 ;
  reg [4:0] wait_counter;
  reg oprd1_valid, oprd2_valid;
  always @ (posedge CLK) begin
      if(RST) begin
        oprd1<=0;
        oprd2<=0;
        CMD_tmp<=0;
        wait_counter<=0;
        oprd1_valid<=0;
        oprd2_valid<=0;
      end
      else if (INP_VALID==2'b01)  begin    
        oprd1<=OPA;
        CMD_tmp<=CMD;
        oprd1_valid<=1;
        wait_counter<=0;
        if(oprd2_valid && wait_counter >= 16) begin
          ERR <= 1'b1;
        end
      end
      else if (INP_VALID==2'b10)  begin    
        oprd2<=OPB;
        CMD_tmp<=CMD;
        oprd2_valid<=1;
        wait_counter<=0;
        if(oprd1_valid && wait_counter >= 16) begin
          ERR <= 1'b1;
        end
      end
      else if (INP_VALID==2'b11)  begin    
        oprd1<=OPA;
        oprd2<=OPB;
        CMD_tmp<=CMD;
        oprd1_valid<=1;
        oprd2_valid<=1;
        wait_counter<=0;
      end
      else begin    
        if((oprd1_valid && !oprd2_valid) || (!oprd1_valid && oprd2_valid)) begin
          if(wait_counter < 16) begin
            wait_counter <= wait_counter + 1;
          end else begin
            wait_counter <= 16;
          end
        end
      end
    end
    always@(posedge CLK)
      begin
       if(CE)                   
        begin
         if(RST)                
          begin
            RES=9'bzzzzzzzzz;
            COUT=1'bz;
            OFLOW=1'bz;
            G=1'bz;
            E=1'bz;
            L=1'bz;
            ERR=1'bz;
            AU_out_tmp1=0;
            AU_out_tmp2=0;
          end
         else if(MODE && oprd1_valid && oprd2_valid)          
         begin
           RES=9'bzzzzzzzzz;
           COUT=1'bz;
           OFLOW=1'bz;
           G=1'bz;
           E=1'bz;
           L=1'bz;
           ERR=1'bz;
          case(CMD_tmp)             
    4'b0000:                   begin             
              RES=oprd1+oprd2;
              COUT=RES[8]?1:0;
            end
      4'b0001 :                begin
             OFLOW=(oprd1<oprd2)?1:0;
             RES=oprd1-oprd2;
            end
           4'h2:            
            begin
             RES=oprd1+oprd2+CIN;
             COUT=RES[8]?1:0;
            end
           4'b0011:             
           begin
            OFLOW=(oprd1<oprd2)?1:0;
            RES=oprd1-oprd2-CIN;
           end
           4'b0100:RES=oprd1;  
           4'b0101:RES=oprd1-1;    
           4'b0110:RES=oprd2-1;  
           4'b0111:RES=oprd2+1;  
           4'b1000:              
           begin
            RES=9'bzzzzzzzzz;
            if(oprd1==oprd2)
             begin
               E=1'b1;
               G=1'bz;
               L=1'bz;
             end
            else if(oprd1>oprd2)
             begin
               E=1'bz;
               G=1'b1;
               L=1'bz;
             end
            else 
             begin
               E=1'bz;
               G=1'bz;
               L=1'b1;
             end
           end
	   4'b1001: begin   
                    AU_out_tmp1 <= oprd1 + 1;
                    AU_out_tmp2 <= oprd2 + 1;
                    RES <=AU_out_tmp1 * AU_out_tmp2;
                  end
           4'b1010: begin   
                    AU_out_tmp1 <= oprd1 << 1;
                    AU_out_tmp2 <= oprd2;
                    RES <=AU_out_tmp1 - AU_out_tmp2;  
                  end
           default:   
            begin
            RES=9'bzzzzzzzzz;
            COUT=1'bz;
            OFLOW=1'bz;
            G=1'bz;
            E=1'bz;
            L=1'bz;
            ERR=1'bz;
           end
          endcase
         end
        else if(!MODE && oprd1_valid && oprd2_valid)          
        begin 
           RES=9'bzzzzzzzzz;
           COUT=1'bz;
           OFLOW=1'bz;
           G=1'bz;
           E=1'bz;
           L=1'bz;
           ERR=1'bz;
           case(CMD_tmp)    
             4'b0000:RES={1'b0,oprd1&oprd2};     
             4'b0001:RES={1'b0,~(oprd1&oprd2)};  
             4'b0010:RES={1'b0,oprd1&&oprd2};      
             4'b0011:RES={1'b0,~(oprd1|oprd2)};  
             4'b0100:RES={1'b0,oprd1^oprd2};     
             4'b0101:RES={1'b0,~(oprd1^oprd2)};  
             4'b0110:RES={1'b0,~oprd1};        
             4'b0111:RES={1'b0,~oprd2};        
             4'b1000:RES={1'b0,oprd1};      
             4'b1001:RES={1'b0,oprd1<<1};      
             4'b1010:RES={1'b0,oprd2<<1};    
             4'b1011:RES={1'b0,oprd2<<1};     
             4'b1100:                        
             begin
               if(oprd2[0])
                 OPA_1 = {oprd1[6:0], oprd1[7]};
               else
                 OPA_1 = oprd1;
               if(oprd2[1])
                 OPB_1 =  {OPA_1[5:0], OPA_1[7:6]}; 
               else
                 OPB_1= OPA_1;
               if(oprd2[2])
                 RES =  {OPB_1[3:0], OPB_1[7:4]} ;
               else
                 RES = OPB_1;
               if(oprd2[4] | oprd2[5] | oprd2[6] | oprd2[7])
                 ERR=1'b1;
             end
             4'b1101:                        
             begin
               if(oprd2[0])
                 OPA_1 = {oprd1[0], oprd1[7:1]};
               else
                 OPA_1 = oprd1;
               if(oprd2[1])
                 OPB_1 =  {OPA_1[1:0], OPA_1[7:2]}; 
               else
                 OPB_1= OPA_1;
               if(oprd2[2])
                 RES =  {OPB_1[3:0], OPB_1[7:4]} ;
               else
                 RES = OPB_1;
               if(oprd2[4] | oprd2[5] | oprd2[6] | oprd2[7])
                 ERR=1'b0;
             end
             default:   
               begin
               RES=9'bzzzzzzzzz;
               COUT=1'bz;
               OFLOW=1'bz;
               G=1'bz;
               E=1'bz;
               L=1'bz;
               ERR=1'bz;
               end
          endcase
     end
    end
   end
endmodule
</file>
<file path="flow/run.sh">
#!/bin/bash
# OpenROAD 26Q1-2900-gdf79404cd8, Yosys 0.63+post, stock flow scripts
make -C /OpenROAD-flow-scripts/flow DESIGN_CONFIG=/design/flow/config.mk WORK_HOME=/design/flow/orfs finish
</file>
==> out/qor.txt <==
final worst-path cycle share: 0.843
Syn Area/Cell: 7.91 um^2
initial antenna violation count: 0
Overflow after GRT: 0
Die ar.: 24,900 um^2
largest net degree at the start of global routing: 45
vias per inst: 5.71
htree depth: 2
Die Span Y: 158 um
reg2reg start: AU_out_tmp1[1]
first-pass GRT wire length: 39.2 mm
slew margin rel.: 0.427
clk_skew: 0.0108 ns
Core Box Area: 23,700 um^2
outcome: finished clean
worst reg2reg setup slack: 0.85 ns
CTS tree: done
FF-to-FF path depth: 13
post-layout min period: 4.55 ns
Starting DRT DRC Count: 783
crit path kind: reg -> reg
critical path's largest stage delay: 0.66 ns
wire per inst: 20.2 um
VDD IR max: 124 uV
data arrival time of the worst path: 4.58 ns
Root Driver: clkbuf_16
port bufs: 37
Hold Path Depth: 2
chip width: 158 um
# diodes: 0
Pwr Density: 188 nW/um^2
hold crit path type: reg -> reg
DRC: 0
Routability Congestion: 0.990
Clock Tree Buf Depth: 2
Commonest flop: edfxtp_1
Worst Hold End: CMD_tmp[1]
CP Data Required Time: 5.43 ns
fp util: 0.308
post-route ant nets: 0
Setup Viol. Count Final: 0
latest clock arrival within the worst-skew pair: 0.31 ns
Rows: 56
post-synthesis chip area from yosys: 7290 um^2
Synth cell types: 84
fill count: 2,529
Post-Syn Area: 7290 um^2
CP Capture Type: flip-flop
Slew @ Worst Pin: 0.860 ns
Ports: 42
CP most frequent cell: fa_1
Resized Gates After CTS: 0
Max Cap Viol: 0
Mapped Cells: 922
Clock transition at path regs: 0.07 ns
Synth Register Bits: 49
hold_buf cts: 0
async set-reset flop share out of synthesis: 0
dpl hpwl: 18.8 mm
Post-Place Cells: 1,233
largest fanout on the critical path: 10
worst hold start: CMD_tmp[1]
vias in the first global route: 6,639
Final Hold Vio Count: 0
TritonRoute pass-1 iters: 5
WL final: 25.0 mm
Pleak: 0.00314 uW
Final Max Tran Viols: 0
Inserted Clock Buffers: 5
yosys cell count: 922
layout cells sized above 1: 0.0705
Worst R2R End: RES[4]
setup TNS: 0 ns
post-CTS setup buffers: 0
count of tool warnings: 48
RSZ-0062 raised after global routing: false
count of library flops with an enable pin: 27
Worst setup SP type: flip-flop
fmax: 220 MHz
Critical Path Slowest Stage Cell: a2111oi_0
yosys warns: 52
Layout Cells excl Fill: 1,241
synth-to-layout area growth: 10.2%
cells along the critical path: and2_1 -> ha_1 -> fa_1 -> ha_1 -> inv_1 -> fa_1 -> fa_1 -> a21oi_1 -> o21ai_0 -> o211ai_1 -> a2111oi_0 -> o211ai_1 -> o2bb2ai_1
global router's overall resource usage: 0.213
Num Clock Sinks: 49
Synth Seq Share: 0.172
routed vias: 7,081
-- per-layer routing --
| layer | GRT usage | up-vias | wire length [um] |
|---|---|---|---|
| met3 | 0.0622 | 75 | 2600 |
| met4 | 0.0536 | 0 | 730 |
| met1 | 0.310 | 3327 | 11100 |
| met2 | 0.311 | 364 | 10600 |
| li1 | - | 3315 | - |
| met5 | 0 | - | 0 |
-- power by group --
group	internal, uW	total [uW]	switching, uW	leakage [uW]
clock	175	333	158	0.0000744
combinational	296	723	426	0.00263
sequential	420	458	37.4	0.000441
-- cells in the mapped netlist (17+ instances only) --
cell type	n	area share
clkbuf_1	22	0.011
ha_1	63	0.11
and2_1	18	0.015
o21ai_0	49	0.034
nand3_1	20	0.014
nor2_1	98	0.050
nor3_1	19	0.013
a21oi_1	49	0.034
edfxtp_1	27	0.11
nand2_1	77	0.040
fa_1	21	0.058
xnor2_1	40	0.048
mux2i_1	34	0.047
inv_1	69	0.036
buf_2	23	0.016
o22ai_1	17	0.015
dfxtp_1	22	0.060
-- through the flow --
step | power [uW] | area (um^2) | hold WS, ns | util | worst slack (ns)
floorplan | 965 | 7300 | 0.477 | - | 1.46
global placement | 1170 | 7880 | 0.480 | 0.333 | 0.982
detailed placement | 1170 | 7880 | 0.493 | 0.333 | 0.909
CTS | 1510 | 8030 | 0.504 | 0.339 | 0.900
global route | 1610 | 8030 | 0.520 | 0.339 | 0.759
finish | 1510 | 8030 | 0.501 | 0.339 | 0.850
-- cell type report --
class	instances	area [um^2]	share of cell area
Sequential cell	49	1250	0.156
Inverter	72	270	0.0336
Tap cell	319	399	0.0497
Clock inverter	3	26.3	0.00327
Timing Repair Buffer	53	490	0.0610
Multi-Input combinational cell	740	5470	0.681
Clock buffer	5	125	0.0156
-- worst max-delay path by stage --
stage                          start     end  slack (ns)  depth (start not counted)
final                 AU_out_tmp1[1]  RES[4]        0.85                         13
after CTS             AU_out_tmp1[1]  RES[4]        0.90                         13
after global routing  AU_out_tmp1[1]  RES[4]        0.76                         13
-- layout by cell type, fill, tap and decap left out, drive strengths merged, types with 22 or more instances in the layout --
master	instances
nor2	98
nand2	77
inv	72
ha	63
o21ai	53
a21oi	50
xnor2	40
clkdlybuf4s50	37
mux2i	34
edfxtp	27
dfxtp	22
-- sequential cells by signal, indices dropped and copies added, names as in the netlist --
register	flops
oprd2	8
oprd1_valid	1
oprd1	8
AU_out_tmp2	8
CMD_tmp	4
oprd2_valid	1
RES	9
AU_out_tmp1	8
COUT	1
OFLOW	1
-- worst max-delay path, delay by kind of cell, from the launching register on --
kind,cells,cell delay (ns)
and+or+nand+nor,1,0.22
DFF,1,0.55
adders and majority gates,5,2.09
buffers and inverters,1,0.05
AOI/OAI and AO/OA,6,1.37
-- cell families after synthesis --
| family | count (synthesis) | share of synthesized area |
|---|---|---|
| muxes | 48 | 0.0806 |
| and+or+nand+nor | 303 | 0.204 |
| buffers and inverters | 136 | 0.0796 |
| DFF | 49 | 0.172 |
| other | 1 | 0.000514 |
| AOI/OAI and AO/OA | 250 | 0.235 |
| xor gates and xnor gates | 51 | 0.0631 |
| adders and majority gates | 84 | 0.166 |
Power figures rest on the tool's default switching activity, not on a simulated workload.
